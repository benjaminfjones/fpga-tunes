`flow/design.v`:
```
`timescale 1ns / 1ps
module blinker(
    input clk,
	 input rst,
	 output blink
    );
reg [24:0] counter_q, counter_d;
reg dir;
assign blink = counter_d[24];
always@(counter_q) begin
    if (dir) begin
	     counter_d = counter_q - 1'b1;
    end else begin
	     counter_d = counter_q + 1'b1;
	 end
end
always@(posedge clk) begin
   if (rst) begin
	   counter_q <= 25'b0;
		dir <= 1'b0;
	end else begin
	    counter_q <= counter_d;
	end
end
endmodule
```
`flow/run.sh`:
```
#!/bin/bash
# OpenROAD 26Q1-2900-gdf79404cd8, Yosys 0.63+post, stock flow scripts
make -C /OpenROAD-flow-scripts/flow DESIGN_CONFIG=/design/flow/config.mk WORK_HOME=/design/flow/orfs finish
```
`flow/config.mk`:
```
export PLATFORM = sky130hd
export DESIGN_NAME = blinker
export DESIGN_NICKNAME = blinker
export VERILOG_FILES = /design/flow/design.v
export SDC_FILE = /design/flow/constraint.sdc
export NUM_CORES = 4
export LEC_CHECK = 1
export CORE_AREA = 10 10 84 84
export DIE_AREA = 0 0 94 94
```
`flow/constraint.sdc`:
```
current_design blinker

set clk_period 4.6
set clk_io_pct 0.2

create_clock -name clk0 -period $clk_period [get_ports {clk}]

set non_clock_inputs [all_inputs -no_clocks]
set_input_delay [expr $clk_period * $clk_io_pct] -clock clk0 $non_clock_inputs
set_output_delay [expr $clk_period * $clk_io_pct] -clock clk0 [all_outputs]
```
==> Slide: Implementation Results <==
Implementation Results

Run status
  • Status: finished, final reports clean

Clocking
  • CTS Hold Buffers Added: 0
  • CTS tree: yes
  • H-tree depth: 1
  • Clock tree buffer depth: 2
  • Clk slew on worst S/H paths: 0.08 ns
  • Clk sinks: 25
  • TritonCTS Buffers: 3
  • Clk root buf: clkbuf_8
  • PostCTS Resize Cnt: 0
  • Post-CTS setup buffers: 0
  • Clk Latency, worst-skew pair: 0.26 ns

Synthesis
  • Ys flop type: dfxtp_1
  • Synthesized cell area: 0.00115 sq mm
  • Cell Type Count: 28
  • Seq/Total Area, Yosys: 0.434
  • Cell total in the yosys stat output: 128
  • Yosys reg bits: 25
  • Number of synthesized flops with an enable pin: 0
  • Yosys stat chip area: 0.00115 sq mm
  • Avg Synthesized Cell Area: 9.01 sq um
  • Post-Syn Instances: about 130
  • Synth warn: 1
  • Asr flop ratio synth: 0

Worst setup path
  • Worst setup EP type: output port
  • Reg2reg path depth: 4
  • FF-to-FF setup slack: 2.71 ns
  • Crit start category: flip-flop
  • Max FO, Critical Path: 12
  • Critical R2R Capture: counter_q[24]
  • Worst path required time: 3.68 ns
  • CP Class: flip-flop to output port
  • Critical Path AT: 2.33 ns
  • Worst reg2reg path startpoint: counter_q[2]

Pwr
  • P_leak: 0.000418 uW
  • PwrDens: 282 mW/mm^2
  • Max VDD drop: 298 uV

Global route
  • Initial antenna violation count: 0
  • Met1 Resource Use GR: 0.0651
  • Grt met2 use: 0.0709
  • Largest net degree at the start of global routing: 29
  • First-pass GRT wire length: 3430 um
  • Most Used Layer, Global Route: met2
  • Grt met3 use: 0.0129
  • Total GRT Usage: 0.0456
  • GRT overflow: 0
  • Vias in the first global route: 772

Finish
  • Final core occ: 0.242
  • Biggest register: counter_q
  • Area grow syn2layout: 9.00%
  • Biggest regs: counter_q: 25 flops
  • Number of flip-flops in the largest register: 25
  • Layout cells sized above 1: 0.0859
  • Finished Cell Area: 0.00126 sq mm

Final timing
  • Slew headroom: 0.738
  • Post-route setup slack: between 1 and 1.5 ns
  • Fin crit share: 0.706
  • Hold WS: 0.460 ns
  • Fin crit period: 3.25 ns
  • Setup TNS: 0 ns
  • Slew @ Worst Pin: 0.393 ns
  • Pins Over Slew Limit: 0
  • # setup viols final: 0
  • Fmax: 308 MHz
  • Clock Skew: around 0.0022 ns
  • Final Hold Viols: 0
  • Unrepaired setup endpoints after global routing: false

Floorplanning
  • I/O Pins: 3
  • Die Span Y: 94 um
  • Num rows: 26
  • Pre-Place Util: 0.222
  • Horiz. Die Dim: approximately 94 um
  • Die area: 0.00884 sq mm
  • Core area: 0.00520 sq mm

Detailed routing
  • DRC errors left: 0
  • WL/cell: around 9.5 um
  • Number of nets with antenna violations after routing: 0
  • Total number of vias: 839
  • Pre-Repair DR Iteration Count: 4
  • Diode count: 0
  • Detailed Route Iter0 Violations: roughly 44
  • Vias/cell: 4.24
  • Final wirelength: 1890 um

Run
  • Tool Warnings: 25
  • Max capacitance violation total: 0

Placed design
  • Post-DP HPWL: between 1000 and 1500 um
  • Placed Area: 0.00121 sq mm
  • Port buffer count: 2
  • Place WS: 1.62 ns
  • Routability cong.: 0.790

Worst hold path
  • Hold path depth: 1
  • Hold Crit Class: flip-flop to flip-flop
  • Worst Hold Launch: counter_q[0]
  • Worst hold endpoint: counter_q[0]
[kinds of logic after synthesis]
family	Yosys count	share of synthesized area
DFF	25	0.434
buffers and inverters	8	0.0531
and+or+nand+nor	63	0.305
adders and majority gates	1	0.0108
muxes	2	0.0195
AOI/OAI and AO/OA	15	0.0716
xor gates and xnor gates	14	0.106
[where the power goes]
part	internal, uW	switching [uW]	leakage [uW]
Combinational	3.91	5.66	0.000190
Sequential	218	1.80	0.000202
Clock	60.4	64.9	0.0000255
Total	283	72.3	0.000418
[critical path: stages, from the launching register on]
cell,delay (ns)
dfxtp_1,0.40
and4_1,0.47
nand2_2,0.21
nor3_1,0.34
xor2_1,0.17
clkdlybuf4s50_1,0.48
[through the flow]
stage / cells / total power [uW]
final: 198 / 355
after global routing: 198 / 372
after CTS: 198 / 364
after detailed placement: 194 / 235
after global placement: 194 / 235
after floorplan: 128 / 233
[placed cells by master (no fill, tap or decap)]
| cell | Yosys | routed |
|---|---|---|
| dfxtp_1 | 25 | 25 |
| nor2_1 | 19 | 19 |
| xor2_1 | 13 | 13 |
| nand3_1 | 10 | 10 |
| a21oi_1 | 7 | 7 |
| and4_1 | 5 | 5 |
| nand4_1 | 5 | 5 |
| o21ai_0 | 5 | 5 |
| nand2_1 | 5 | 5 |
| or4_1 | 4 | 4 |
| and3_1 | 3 | 3 |
| or3_1 | 3 | 3 |
| o31ai_1 | 3 | 3 |
| clkbuf_8 | 0 | 3 |
| nor2b_1 | 2 | 2 |
| mux2_2 | 2 | 2 |
| clkdlybuf4s50_1 | 0 | 2 |
| inv_1 | 1 | 1 |
| nand2_2 | 1 | 1 |
| nor3_1 | 1 | 1 |
| and3_2 | 1 | 1 |
| and2_1 | 1 | 1 |
| xnor2_1 | 1 | 1 |
| nand3_4 | 1 | 1 |
| nand2b_1 | 1 | 1 |
| or3_2 | 1 | 1 |
| ha_1 | 1 | 1 |
| clkinv_2 | 0 | 1 |
| buf_4 | 0 | 1 |
[worst max-delay path by stage]
stage / startpoint / to / slack (ns) / cells after the start
after CTS: counter_q[2] / blink / 1.32 / 5
after global routing: counter_q[2] / blink / 1.14 / 5
final: counter_q[2] / blink / 1.35 / 5
[cells in the mapped netlist, types with 2 or more instances]
cell type,n,area (sq um)
and4_1,5,43.8
nand4_1,5,31.3
buf_6,4,45.0
or3_1,3,18.8
xor2_1,13,114
clkbuf_1,2,7.51
o21ai_0,5,25.0
o31ai_1,3,22.5
nor2b_1,2,12.5
and3_1,3,18.8
or4_1,4,30.0
nor2_1,19,71.3
mux2_2,2,22.5
nand2_1,5,18.8
dfxtp_1,25,500
a21oi_1,7,35.0
nand3_1,10,50.1
[final cells by class]
cell class                      count  area (sq um)
Multi-Input combinational cell     95           592
Clock inverter                      1          5.00
Timing Repair Buffer                3          27.5
Sequential cell                    25           500
Clock buffer                        3          41.3
Tap cell                           70          87.6
Fill cell                         576          3950
Inverter                            1          3.75
[routing by layer]
metal  wire (um)  up-vias
li1            -      451
met5           0        -
met3          71        2
met1         966      378
met4           6        0
met2         843        8
Power is estimated from default activity; no workload was simulated.
